--- flow/config.mk ---
export PLATFORM = sky130hd
export DESIGN_NAME = rom
export DESIGN_NICKNAME = rom
export VERILOG_FILES = /design/flow/design.v
export SDC_FILE = /design/flow/constraint.sdc
export NUM_CORES = 4
export LEC_CHECK = 1
export CORE_UTILIZATION = 30
--- flow/design.v ---
module rom (
    input logic [11:0] addr, 
    output logic [31:0] inst
);
   logic [31:0] rom [0:127];
        assign rom[0]    = 32'h1FC00113;
        assign rom[1]    = 32'h00000413;
        assign rom[2]    = 32'h20000493;
        assign rom[3]    = 32'h00000317;
        assign rom[4]    = 32'h0B4300E7;
        assign rom[5]    = 32'h00000317;
        assign rom[6]    = 32'h130300E7;
        assign rom[7]    = 32'h100009B7;
        assign rom[8]    = 32'h00098993;
        assign rom[9]    = 32'h008989B3;
        assign rom[10]   = 32'h00A98023;
        assign rom[11]   = 32'h00A40023;
        assign rom[12]   = 32'h0009C503;
        assign rom[13]   = 32'h00044583;
        assign rom[14]   = 32'h00851513;
        assign rom[15]   = 32'h00B56533;
        assign rom[16]   = 32'h00000317;
        assign rom[17]   = 32'h0E4300E7;
        assign rom[18]   = 32'h00140413;
        assign rom[19]   = 32'hFC9410E3;
        assign rom[20]   = 32'h0000B537;
        assign rom[21]   = 32'hAAA50513;
        assign rom[22]   = 32'h00000317;
        assign rom[23]   = 32'h0CC300E7;
        assign rom[24]   = 32'h00000317;
        assign rom[25]   = 32'h100300E7;
        assign rom[26]   = 32'h00005537;
        assign rom[27]   = 32'h55550513;
        assign rom[28]   = 32'h00000317;
        assign rom[29]   = 32'h0B4300E7;
        assign rom[30]   = 32'h00000317;
        assign rom[31]   = 32'h0E8300E7;
        assign rom[32]   = 32'h0000B537;
        assign rom[33]   = 32'hAAA50513;
        assign rom[34]   = 32'h00000317;
        assign rom[35]   = 32'h09C300E7;
        assign rom[36]   = 32'h00000317;
        assign rom[37]   = 32'h0D0300E7;
        assign rom[38]   = 32'h00005537;
        assign rom[39]   = 32'h55550513;
        assign rom[40]   = 32'h00000317;
        assign rom[41]   = 32'h084300E7;
        assign rom[42]   = 32'h00000317;
        assign rom[43]   = 32'h0B8300E7;
        assign rom[44]   = 32'h100002B7;
        assign rom[45]   = 32'h00028293;
        assign rom[46]   = 32'h00028067;
        assign rom[47]   = 32'h00000063;
        assign rom[48]   = 32'h200002B7;
        assign rom[49]   = 32'h00028293;
        assign rom[50]   = 32'h08000313;
        assign rom[51]   = 32'h00628623;
        assign rom[52]   = 32'h01B00313;
        assign rom[53]   = 32'h00628023;
        assign rom[54]   = 32'h00306313;
        assign rom[55]   = 32'h00036313;
        assign rom[56]   = 32'h00036313;
        assign rom[57]   = 32'h00628623;
        assign rom[58]   = 32'h00106313;
        assign rom[59]   = 32'h00036313;
        assign rom[60]   = 32'h08036313;
        assign rom[61]   = 32'h00236313;
        assign rom[62]   = 32'h00436313;
        assign rom[63]   = 32'h00628423;
        assign rom[64]   = 32'h00028223;
        assign rom[65]   = 32'h00008067;
        assign rom[66]   = 32'h20000337;
        assign rom[67]   = 32'h00030313;
        assign rom[68]   = 32'h01430283;
        assign rom[69]   = 32'h0202F293;
        assign rom[70]   = 32'hFE0288E3;
        assign rom[71]   = 32'h00A30023;
        assign rom[72]   = 32'h00008067;
        assign rom[73]   = 32'h200002B7;
        assign rom[74]   = 32'h10028293;
        assign rom[75]   = 32'h00010337;
        assign rom[76]   = 32'hFFF30313;
        assign rom[77]   = 32'h0062A423;
        assign rom[78]   = 32'h00A2A223;
        assign rom[79]   = 32'h0002A583;
        assign rom[80]   = 32'h00008067;
        assign rom[81]   = 32'h20000337;
        assign rom[82]   = 32'h00030313;
        assign rom[83]   = 32'h01430283; 
        assign rom[84]   = 32'h0012F293;
        assign rom[85]   = 32'hFE0288E3;
        assign rom[86]   = 32'h00030503;
        assign rom[87]   = 32'h00008067;
        assign rom[88]   = 32'h00000293;
        assign rom[89]   = 32'h00989337;
        assign rom[90]   = 32'h68030313;
        assign rom[91]   = 32'h00128293;
        assign rom[92]   = 32'hFE629EE3;
        assign rom[93]   = 32'h00008067;
        assign rom[94]   = 32'h00000593;
        assign rom[95]   = 32'h00008913;
        assign rom[96]   = 32'h00000317;
        assign rom[97]   = 32'hFE0300E7;
        assign rom[98]   = 32'h00158593;
        assign rom[99]   = 32'hFEA59AE3;
        assign rom[100]  = 32'h00090093;
        assign rom[101]  = 32'h00008067;
        assign rom[102]  = 32'h00090093;
        assign rom[103]  = 32'h00008067;
        assign rom[104]  = 32'h00090093;
        assign rom[105]  = 32'h00008067;
        assign rom[106]  = 32'h00000293;
        assign rom[107]  = 32'h01C9C337;
        assign rom[108]  = 32'h38030313;
        assign rom[109]  = 32'h00128293;
        assign rom[110]  = 32'hFE629EE3;
        assign rom[111]  = 32'h00008067;
        assign rom[112]  = 32'h00000000;
        assign rom[113]  = 32'h00000000;
        assign rom[114]  = 32'h00000000;
        assign rom[115]  = 32'h00000000;
        assign rom[116]  = 32'h00000000;
        assign rom[117]  = 32'h00000000;
        assign rom[118]  = 32'h00000000;
        assign rom[119]  = 32'h00000000;
        assign rom[120]  = 32'h00000000;
        assign rom[121]  = 32'h00000000;
        assign rom[122]  = 32'h00000000;
        assign rom[123]  = 32'h00000000;
        assign rom[124]  = 32'h00000000;
        assign rom[125]  = 32'h00000000;
        assign rom[126]  = 32'h00000000;
        assign rom[127]  = 32'h00000000;
    assign inst = rom[addr >> 2];
endmodule
--- flow/constraint.sdc ---
current_design rom

set clk_period 4.2
set clk_io_pct 0.2

create_clock -name clk0 -period $clk_period

set non_clock_inputs [all_inputs -no_clocks]
set_input_delay [expr $clk_period * $clk_io_pct] -clock clk0 $non_clock_inputs
set_output_delay [expr $clk_period * $clk_io_pct] -clock clk0 [all_outputs]
--- flow/run.sh ---
#!/bin/bash
# OpenROAD 26Q1-2900-gdf79404cd8, Yosys 0.63+post, stock flow scripts
make -C /OpenROAD-flow-scripts/flow DESIGN_CONFIG=/design/flow/config.mk WORK_HOME=/design/flow/orfs finish
==> results.py <==
# Physical implementation metrics
metrics = {
    "synth": {
        "ys_seq_share": 0,
        "yosys-mux-area-fraction": 0.01066,
        "synth.most_common_cell": "nor2_1",
        "ys_sh_aoi": 0.3748,
        "ys_top_cells_by_count": "56 x nor2_1, 53 x nand2_1, 28 x o21ai_0",
        "synth_area_leader_cell": "nor2_1",
        "synth.top_cell.area_share": 0.07460,
        "ys_sh_adder": 0,
        "ys_chip_area_um2": 2818,
        "ys_cells": 472,
        "xor_share": 0.01243,
        "syn-cell-area_um2": 2818,
        "ys_warn_count": 2,
        "synth_cell_types": 79,
        "top_logic_kind": "simple AND/OR/NAND/NOR gates",
        "avgSynthCellArea_um2": 5.970,
        "synthSimpleGateAreaFrac": 0.4907,
        "synthCells": 472,
        "yosys-top-cells-area": "nor2_1 7.5%, nand2_1 7.1%, o21ai_0 5.0%, nor3_1 4.8%, a21oi_1 3.7%",
    },
    "routing": {
        "drtPass1Iterations": 5,
        "num_vias": 5235,
        "postRouteAntennaNets": 0,
        "drt-total-wl_um": 20220,
        "post_drt_wl_per_cell_um": 25.44,
        "drt-vias-per-instance": 6.585,
        "remaining_drc_errors": 0,
        "drt-initial-drc-count": 600,
        "n_antenna_cell": 0,
    },
    "die": {
        "placementRows": 34,
        "die_y_um": 98.92,
        "die_w_um": 98.92,
        "io_pins": 44,
        "die-area_um2": 9784,
        "fp.coreArea_um2": 8891,
        "initial_core_util": 0.3169,
    },
    "setup_path": {
        "worstSetupEndpointType": "output pin",
        "worst-path-max-fanout": 14,
        "cp-start-kind": "primary input",
        "path_class": "primary input to output pin",
        "setup.worst_path.start": "addr[3]",
        "worst_ep_arrival_time_ns": 3.35,
        "critPathSlowestCell": "o311ai_0",
        "cp_data_required_time_ns": 3.36,
        "path_cells": "buf_4 > buf_4 > nor3b_1 > o311ai_0 > o21ai_0 > or4_1 > clkdlybuf4s50_1",
        "endpoint": "inst[7]",
        "cpMostUsedCell": "buf_4",
        "slowest_delay_ns": 0.88,
    },
    "power_and_ir_drop": {
        "p_clk_frac": 0,
        "leakage_uw": 0.002303,
        "p_sw_uw": 286.0,
        "p_int_uw": 288.7,
        "combPwrFrac": 1.000,
        "cellPowerDensity_nw_per_um2": 112.5,
        "seq_power_share": 0,
        "swShare": 0.4976,
        "ir_drop_uv": 64.60,
    },
    "sta": {
        "finalCritPeriodShare": 0.9979,
        "hold_violations": 0,
        "tns_ns": 0,
        "period_minus_slack_ns": 4.191,
        "max_freq_mhz": 238.6,
        "fin_hold_ws_ns": 2.389,
        "maxSlewViolCount": 0,
        "setup_violations": 0,
        "tightest_slew_ns": 1.075,
        "slew_headroom": 0.2742,
    },
    "final_layout": {
        "clock_buffers": 0,
        "flop_area_um2": 0,
        "mi_logic_area_um2": 2766,
        "drive_gt1_frac": 0.4396,
        "synthToLayoutAreaGrowth_pct": 81.31,
        "fin_cells": 795,
        "seq_cells": 0,
        "fillCellCount": 810,
    },
    "place": {
        "dp.cells": 763,
        "gp_congestion": 1.118,
        "dp_hpwl_um": 15220,
        "io_buffers": 38,
    },
    "clock_tree": {
        "cts_hold_buf": 0,
    },
    "global_route": {
        "antenna_found_initial": 0,
        "grt_max_degree": 22,
        "grt_pass1_wl_um": 30240,
        "grt_overflow": 0,
        "first_global_vias": 4854,
        "track_usage": 0.4218,
    },
    "flow_run": {
        "maxCapViolations": 0,
        "tool_warnings": 38,
    },
    "outcome": {
        "status": "completed",
    },
    "min_path": {
        "min_path_type": "primary input to output pin",
    },
}
-- final cells by class --
cell class | count | area share
inverter | 7 | 0.005633
multi-input combinational | 413 | 0.5415
tap | 108 | 0.02645
timing repair buffer | 267 | 0.4264
-- layout by cell type (no fill, tap or decap), drive strengths merged, types with 8 or more instances in the layout --
cell / netlist / routed
nand4: 12 / 12
nor2: 56 / 56
a31oi: 14 / 14
nand2: 53 / 53
a21oi: 21 / 21
nor4: 10 / 10
nand2b: 13 / 13
buf: 32 / 235
clkdlybuf4s50: 0 / 22
and3: 8 / 8
nand3: 21 / 21
o21ai: 28 / 28
nor3: 27 / 27
nor2b: 15 / 15
o22ai: 8 / 8
a22oi: 8 / 8
-- metrics by stage --
stage          worst slack (ns)    util  total power (µW)  cell area (µm²)
5_1_grt               -0.002353  0.5746             597.9             5109
3_3_place_gp            -0.7728  0.5138             497.7             4568
3_5_place_dp            -0.7311  0.5138             492.1             4568
4_1_cts                 -0.1389  0.5675             536.4             5046
2_1_floorplan            0.5409       -             204.2             2818
6_report               0.008670  0.5746             574.7             5109
-- logic make-up after synthesis --
kind of cell | count (synthesis)
compound gates | 146
xor+xnor | 4
buf+inv | 59
mux | 3
other cells | 1
simple gates | 259
-- power by group through the flow --
stage                 sequential (µW)  combinational, µW  clock, µW
after CTS                           0                536          0
after global routing                0                598          0
final                               0                575          0
-- worst min path at each step --
stage / start / depth (start not counted) / slack, ns / endpoint
4_1_cts: addr[5] / 6 / 2.62 / inst[8]
5_1_grt: addr[7] / 5 / 2.45 / inst[25]
6_report: addr[7] / 5 / 2.39 / inst[25]
-- what timing repair did --
item | in CTS | in global routing
resized | 90 | 40
buffers inserted | 28 | 5
pin swaps | 17 | 7
cloned | 1 | 0
setup endpoints to repair | 28 | 25
-- per-layer routing --
layer,GRT usage,up-vias,part of all wire
li1,-,2246,-
met1,0.5833,2389,0.38
met2,0.6218,495,0.40
met3,0.09380,105,0.15
met4,0.1998,0,0.066
met5,0,-,0
-- worst max-delay path, delay by kind of cell --
family | cells | cell delay [ns]
simple gates | 2 | 0.58
compound gates | 2 | 1.08
buf+inv | 3 | 0.84
Power figures rest on the tool's default switching activity, not on a simulated workload.
