==> ./design.v <==
module data_mem #(
    parameter DEPTH = 1024
)(
  input  wire        clk_i,          
  input  wire        rst_i,          
  input  wire        cyc_i,          
  input  wire        stb_i,          
  input  wire [31:0] adr_i,          
  input  wire        we_i,           
  input  wire [3:0]  sel_i,
  input  wire [31:0] dat_i,          
  output reg  [31:0] dat_o,          
  output reg         ack_o          
);
logic wb_acc;
logic mem_write, mem_read;
assign wb_acc = cyc_i & stb_i;
assign mem_write = wb_acc &  we_i;
assign mem_read  = wb_acc & ~we_i;
assign ack_o = wb_acc;
logic [6:0] word_addr;
assign word_addr = adr_i[8:2];
logic [31:0] dmem [0:DEPTH - 1];
always_ff @(posedge clk_i) begin 
    if(mem_write) begin 
        if(sel_i[0]) dmem[word_addr][7:0]   <= dat_i[7:0];
        if(sel_i[1]) dmem[word_addr][15:8]  <= dat_i[15:8];
        if(sel_i[2]) dmem[word_addr][23:16] <= dat_i[23:16];
        if(sel_i[3]) dmem[word_addr][31:24] <= dat_i[31:24];
    end
end
logic [31:0] data_o_reg, mem_rdata;
assign mem_rdata = dmem[word_addr];
n_bit_reg #(
    .n(32)
) data_o_reg_inst (
    .clk(clk_i),
    .reset_n (~rst_i     ),
    .data_i  (mem_rdata  ),
    .data_o  (data_o_reg ),
    .wen     (1'b1       )
);
assign dat_o = data_o_reg;
endmodule
module n_bit_dec #(
    parameter n = 2
)(
    input logic [n-1:0] in,
    output logic [(1<<n) - 1:0] out
);
    assign out = 1 << in;
endmodule : n_bit_dec
module n_bit_dec_with_en #(
    parameter n = 2
)(
    input logic [n-1:0] in,
    input logic en,
    output logic [(1<<n) - 1:0] out
);
    assign out = en << in;
endmodule : n_bit_dec_with_en
module mux4x1 #(
    parameter n = 4
)(
    input logic [n-1:0] in0, in1, in2, in3,
    input logic [1:0] sel,
    output logic [n-1:0]out
);
    always_comb begin 
        case(sel) 
            0: out = in0;
            1: out = in1;
            2: out = in2;
            3: out = in3;
        endcase
    end
endmodule
module mux2x1 #(
    parameter n = 4
)(
    input logic [n-1:0] in0, in1,
    input logic sel,
    output logic [n-1:0] out
);
     always_comb begin 
        case(sel) 
            0: out = in0;
            1: out = in1;
        endcase
    end   
endmodule
module mux3x1 #(
    parameter n = 32
)(
    input wire  [ 1 :0] sel,
    input wire  [n-1:0] in0,
    input wire  [n-1:0] in1,
    input wire  [n-1:0] in2,
    output wire [n-1:0] out
);
    wire sel0, sel1, sel2;
    assign sel0 = ~sel[1] & ~sel[0]; 
    assign sel1 = ~sel[1] &  sel[0]; 
    assign sel2 =  sel[1] & ~sel[0];  
    assign out =  {n{sel0}} & in0
                | {n{sel1}} & in1
                | {n{sel2}} & in2;
endmodule
module one_hot_mux4x1 #(
    parameter n = 1
) (
    input logic [3:0] sel, 
    input logic [n-1:0] in0, in1, in2, in3,
    output logic [n-1:0] out
);
    assign out =   in0 & {n{sel[0]}}
                 | in1 & {n{sel[1]}}
                 | in2 & {n{sel[2]}}
                 | in3 & {n{sel[3]}}; 
endmodule : one_hot_mux4x1
module one_hot_mux2x1 #(
    parameter n = 1
) (
    input logic [1:0] sel, 
    input logic [n-1:0] in0, in1,
    output logic [n-1:0] out
);
    assign out =   in0 & {n{sel[0]}}
                 | in1 & {n{sel[1]}}; 
endmodule : one_hot_mux2x1
module one_hot_mux3x1 #(
    parameter n = 1
) (
    input logic [2:0] sel, 
    input logic [n-1:0] in0, in1, in2,
    output logic [n-1:0] out
);
    assign out =   in0 & {n{sel[0]}}
                 | in1 & {n{sel[1]}}
                 | in2 & {n{sel[2]}}; 
endmodule : one_hot_mux3x1
module n_bit_reg #(
    parameter n = 8,
    parameter RESET_VALUE = 0
)(
    input logic clk, 
    input logic reset_n,
    input logic wen, 
    input logic  [n-1:0] data_i, 
    output logic [n-1:0] data_o
);
    logic [n-1:0] n_bit_reg;
    always_ff @(posedge clk, negedge reset_n) begin 
        if(~reset_n)begin 
            n_bit_reg <= RESET_VALUE;
        end else if (wen) begin 
            n_bit_reg <= data_i;
        end
    end
    assign data_o = n_bit_reg;
endmodule : n_bit_reg
module n_bit_reg_wclr #(
    parameter n = 8,
    parameter RESET_VALUE = 0,
    parameter CLR_VALUE = 0
)(
    input logic clk, 
    input logic reset_n,
    input logic wen, 
    input logic  [n-1:0] data_i, 
    output logic [n-1:0] data_o,
    input logic clear
);
    logic [n-1:0] n_bit_reg;
    always_ff @(posedge clk, negedge reset_n) begin 
        if(~reset_n)begin 
            n_bit_reg <= RESET_VALUE;
        end else if (clear) begin
            n_bit_reg <= CLR_VALUE; 
        end else if (wen) begin 
            n_bit_reg <= data_i;
        end
    end
    assign data_o = n_bit_reg;
endmodule : n_bit_reg_wclr
package riscv_types;
    typedef enum logic [3:0]  { 
        ADD, SLL, SLT, SLTU, XOR, SRL, OR, AND, 
        SUB = 4'b1000, SRA = 4'b1101 
    } alu_t;
    typedef enum logic [1:0] { 
        STORE_BYTE, STORE_HALFWORD, STORE_WORD 
    } store_t;
    typedef struct packed {
        logic [31:0] current_pc;
        logic [31:0] pc_plus_4;
    } if1_if2_reg_t;
    typedef struct packed {
        logic [31:0] current_pc;
        logic [31:0] pc_plus_4;
        logic [31:0] inst;
    } if_id_reg_t;
    typedef struct packed {
        logic [31:0] current_pc; 
        logic [31:0] pc_plus_4;
        logic [4:0]  rs1;
        logic [4:0]  rs2;
        logic [4:0]  rd; 
        logic [2:0]  fun3;
        logic        fun7_5;
        logic [31:0] reg_rdata1;
        logic [31:0] reg_rdata2;
        logic [31:0] imm;
        logic        reg_write;
        logic        mem_write;
        logic        mem_to_reg;
        logic        branch;
        logic        alu_src;
        logic        jump;
        logic        lui;
        logic        auipc;
        logic        jal;
        logic [1:0]  alu_op;
    } id_exe_reg_t;
    typedef struct packed {
        logic [31:0] pc_plus_4;
        logic [31:0] pc_jump;      
        logic [4:0]  rs2;
        logic [4:0]  rd; 
        logic [2:0]  fun3;
        logic [31:0] rdata2_frw;
        logic [31:0] imm;
        logic [31:0] alu_result;
        logic        reg_write;
        logic        mem_write;
        logic        mem_to_reg;
        logic        branch;
        logic        jump;
        logic        lui;
        logic        zero;
    } exe_mem_reg_t;
    typedef struct packed {
        logic [4:0]  rd; 
        logic [31:0] result;
        logic        reg_write;
        logic        mem_to_reg;
    } mem_wb_reg_t;
endpackage
==> ./run.sh <==
#!/bin/bash
# OpenROAD 26Q1-2900-gdf79404cd8, Yosys 0.63+post, stock flow scripts
make -C /OpenROAD-flow-scripts/flow DESIGN_CONFIG=/design/flow/config.mk WORK_HOME=/design/flow/orfs finish
==> ./config.mk <==
export PLATFORM = sky130hd
export DESIGN_NAME = data_mem
export DESIGN_NICKNAME = data_mem
export VERILOG_FILES = /design/flow/design.v
export SDC_FILE = /design/flow/constraint.sdc
export NUM_CORES = 4
export LEC_CHECK = 1
export CORE_UTILIZATION = 30
export SYNTH_MEMORY_MAX_BITS = 65536
==> ./constraint.sdc <==
current_design data_mem

set clk_period 2.4
set clk_io_pct 0.2

create_clock -name clk0 -period $clk_period [get_ports {clk_i}]

set non_clock_inputs [all_inputs -no_clocks]
set_input_delay [expr $clk_period * $clk_io_pct] -clock clk0 $non_clock_inputs
set_output_delay [expr $clk_period * $clk_io_pct] -clock clk0 [all_outputs]
==> summary.txt <==
Implementation progress

The number of warning messages in the logs stands at 56. The post-synthesis cell type count stands at 27. The post-synth register bit count is 4128. The number of buffer cells added on primary ports stands at 80. The number of placement rows stands at 267. The fraction of met3 tracks used by global routing stands at 0.158. The post-synthesis cell area stands at 0.159 sq mm. The number of slew-limit violations in the final report stands at 0. In the synthesized netlist, the number of instances is 8980. The number of cell instances after yosys synthesis stands at 8980.

The count of clock tree sinks stands at 4128. The clock network power share stands at 0.422. Summed over all layers, the routed wires come to 484000 microns. The max-slew headroom at the worst pin stands at 0.515.

The worst setup path is launched from an input port. In this run, the number of DRC markers left after iteration 0 of detailed routing was 5795. The switching share of power stands at 0.215. The area fraction of the largest cell type after synthesis is 0.774. Per the detail_route report, the via count comes to 88295.

Entering global routing, the biggest net connects 129 pins. The die covers 0.533 sq mm. The via count of the first global-routing pass stands at 91338. The stat command in Yosys gives a chip area of 0.159 sq mm. The number of H-tree levels stands at 5. The flow ran to the end, and the final reports show no timing, DRC or antenna violations. The average instance in the mapped netlist occupies 17.7 sq um. Yosys printed 4 warnings. Across every metal layer, demand over resource in global routing totals 0.191. For this run the detailed placement stage logged an HPWL of 340000 microns. CTS placed an instance of sky130_fd_sc_hd__clkbuf_16 at the clock tree root. The floorplan core density stands at 0.301. The number of flip-flops under the largest register name stands at 4096. The most used flip-flop cell after synthesis is sky130_fd_sc_hd__edfxtp_1. The end-of-flow timing check tallies setup violations at 0. The top cell types in the final layout, fill and taps aside, are 4096 x sky130_fd_sc_hd__edfxtp_1, 2048 x sky130_fd_sc_hd__mux2i_1, 1128 x sky130_fd_sc_hd__buf_4. The script extracted a net switching power of 32.5 mW. The fraction of the cycle the final worst path needs stands at 0.992.

The initial antenna violation count stands at 40. TritonCTS built the clock tree. The share of async-settable or async-resettable flops after synthesis stands at 0.00775. The fill cell total of the finished layout stands at 47323. The remaining antenna violation count stands at 0. The later pin in the worst-skew pair is clocked with a latency of 0.99 ns.

The first global-routing pass estimated 676000 microns of wire. The worst-case IR drop observed on VDD is 0.647 mV. The floorplan core area stands at 0.528 sq mm. In this run the vertical extent of the chip is 730 microns. The overall power stands at 151 mW. On met1, the global router reports a usage of 0.215. Routability-driven placement finished with a final weighted congestion of 0.956. The final timing report lists a hold violation count of 0. STA reports the tightest min-delay check as being of type in -> reg. At the worst endpoint, the required time is 3.27 ns. The multi-input combinational cells in the finished layout cover a total of 0.0344 sq mm.

Per STA, the library cell used most along the worst path is sky130_fd_sc_hd__buf_12. Per the STA report, the cell with the highest stage delay on the worst path is sky130_fd_sc_hd__or4_1. The number of remaining DRC errors stands at 0. The cell-internal power stands at 119 mW. Registers take 0.124 sq mm. The routed design could run at a clock period as short as 2.38 ns. 106 I/O pins were placed. The highest fanout seen on the critical path stands at 19.

Per the detail_route report, routed wire per instance is 26.9 microns. STA classifies the critical path endpoint as a flip-flop. The part of the total power dissipated in sequential elements stands at 0.526.

The main area contributors are sky130_fd_sc_hd__edfxtp_1 77%, sky130_fd_sc_hd__mux2i_1 13%, sky130_fd_sc_hd__o22ai_1 3.5%. The timing report attributes the biggest portion of critical-path delay to simple AND/OR/NAND/NOR gates. The register share after synthesis stands at 0.779. The post-synth count of flops with an enable pin is 4096. Compared with the post-synthesis result, the final layout area differs by 26.2%. The cell area power density stands at 754 mW/mm^2. The critical path is of the in -> reg type. The CTS buffer count stands at 412. For reference, the critical path cell chain is clkdlybuf4s15_1 -> buf_12 -> nand4b_1 -> buf_12 -> buf_12 -> o22ai_1 -> or4_1 -> nor4_1 -> buf_4 -> nor4_1. Together, buffers and inverters on the worst path number 5. The via count normalized by instance count stands at 4.91. In the final run the clock tree shows a worst skew of 0.0517 ns.

Counting only logic cells after layout, the most numerous master is sky130_fd_sc_hd__edfxtp_1. The timing report gives the clock slew at the launch and capture registers of the worst setup and hold paths as 0.06 ns. For the worst setup path, the data arrival time is 3.25 ns. The pin closest to its max-slew limit shows a slew of 0.727 ns.

The fmax stands at 420 MHz. According to the floorplan report, the die width is 730 microns. The iteration tally of the first detailed-router pass stands at 5.

The global routing stage identified its most utilized layer as met2. In the global route stage, met2 resource usage came out at 0.272. The relative contribution of combinational cells to total power stands at 0.052. The number of violations of the max-capacitance limit stands at 0.

The final global-route overflow total stands at 0. The synthesized design spends more area on one cell type than any other, namely sky130_fd_sc_hd__edfxtp_1. The leakage power summed over all cells stands at 70.0 nW. CTS reports a maximum clock tree buffer depth of 4. Among all stages on the critical path, the maximum delay recorded is 0.54 ns. The utilization after layout stands at 0.380.

Of the cells placed in the final design, the portion with a size suffix greater than 1 is 0.244.
## kinds of logic (layout without fill, tap and decap cells)
logic type	Yosys count	in the layout	synth area share
simple gates	1366	1366	0.0419
compound gates	896	896	0.0353
flops	4128	4128	0.779
mux	2048	2048	0.129
buf+inv	542	2515	0.0153
other cells	0	53	0
## worst reg2reg max path: cells and delay by family (launching register included)
family	cells	cell delay, ns
AND/OR/NAND/NOR	3	0.98
AND-OR/OR-AND	1	0.14
flip-flops	1	0.36
multiplexers	1	0.32
buffers and inverters	2	0.34
## power by group through the flow
stage     clock network, mW  logic [mW]  registers [mW]
4_1_cts                64.7        7.77            79.6
5_1_grt                67.4        8.30            79.6
6_report               63.8        7.85            79.6
## synthesized netlist by cell type, types with 3 or more instances
library cell and n:
sky130_fd_sc_hd__nand2_1 135, sky130_fd_sc_hd__o22ai_1 896, sky130_fd_sc_hd__nand4b_1 4, sky130_fd_sc_hd__clkbuf_1 236, sky130_fd_sc_hd__nor2_1 777, sky130_fd_sc_hd__nor3_2 4, sky130_fd_sc_hd__buf_1 43, sky130_fd_sc_hd__buf_2 237
sky130_fd_sc_hd__nor3b_1 3, sky130_fd_sc_hd__dfrtp_1 32, sky130_fd_sc_hd__edfxtp_1 4096, sky130_fd_sc_hd__or4b_1 3, sky130_fd_sc_hd__nand4bb_1 6, sky130_fd_sc_hd__nand2b_1 4, sky130_fd_sc_hd__or4_1 257, sky130_fd_sc_hd__nor2_2 4
sky130_fd_sc_hd__buf_4 25, sky130_fd_sc_hd__nor4_1 160, sky130_fd_sc_hd__mux2i_1 2048
## through the flow
stage | instances | hold slack [ns] | setup slack (ns) | TNS [ns] | area (sq um)
floorplan | 8980 | 0.579 | -0.307 | -955.95 | 160000
global placement | 17132 | 0.805 | -1.73 | -2141.67 | 186000
detailed placement | 17132 | 0.814 | -1.72 | -2135.93 | 186000
CTS | 17930 | 0.0357 | 0.00372 | 0 | 200000
global route | 17960 | 0.0765 | -0.0130 | -0.0130 | 201000
finish | 18000 | 0.0773 | 0.0190 | 0 | 201000
## cell type report
class                      instances  share of cell area
sequential                      4128               0.617
multi-input combinational       4310               0.171
clock buffer                     499              0.0537
inverter                           1           0.0000187
timing repair buffer            1751               0.100
clock inverter                   264              0.0131
antenna                           53            0.000661
tap                             6994              0.0436
## what timing repair did
item / in CTS / in global routing
resized: 139 / 65
setup buffers: 5 / 14
pin swaps: 3 / 9
endpoints found under the hold margin: 568 / 0
gates cloned: 3 / 3
setup endpoints to repair: 63 / 30
hold buffers: 27 / 0
## routing by layer
| metal | vias up | routed length [microns] |
|---|---|---|
| met5 | - | 2760 |
| met1 | 43602 | 160000 |
| li1 | 39305 | - |
| met2 | 4456 | 211000 |
| met3 | 854 | 90900 |
| met4 | 78 | 19700 |
## final timing paths
check	from	end	slack [ns]	depth (start not counted)
hold reg to reg	dmem[5][15]	data_o_reg_inst.n_bit_reg[15]	0.83	5
setup / recovery	adr_i[5]	data_o_reg_inst.n_bit_reg[1]	0.02	10
hold / removal	dat_i[7]	dmem[20][7]	0.08	1
setup reg to reg	dmem[57][13]	data_o_reg_inst.n_bit_reg[13]	0.12	7
min in group asynchronous	rst_i	data_o_reg_inst.n_bit_reg[20]	0.44	3
max in group asynchronous	rst_i	data_o_reg_inst.n_bit_reg[29]	1.36	4
No activity file was given, so power comes from the tool's default toggle rates.
