==> flow/design.v <==
module wb_intercon
   (input         wb_clk_i,
    input         wb_rst_i,
    input  [31:0] wb_io_adr_i,
    input  [31:0] wb_io_dat_i,
    input   [3:0] wb_io_sel_i,
    input         wb_io_we_i,
    input         wb_io_cyc_i,
    input         wb_io_stb_i,
    input   [2:0] wb_io_cti_i,
    input   [1:0] wb_io_bte_i,
    output [31:0] wb_io_dat_o,
    output        wb_io_ack_o,
    output        wb_io_err_o,
    output        wb_io_rty_o,    
    output [31:0] wb_spi_flash_adr_o,
    output [31:0] wb_spi_flash_dat_o,
    output  [3:0] wb_spi_flash_sel_o,
    output        wb_spi_flash_we_o,
    output        wb_spi_flash_cyc_o,
    output        wb_spi_flash_stb_o,
    output  [2:0] wb_spi_flash_cti_o,
    output  [1:0] wb_spi_flash_bte_o,
    input  [31:0] wb_spi_flash_dat_i,
    input         wb_spi_flash_ack_i,
    input         wb_spi_flash_err_i,
    input         wb_spi_flash_rty_i,
    output [31:0] wb_dmem_adr_o,
    output [31:0] wb_dmem_dat_o,
    output  [3:0] wb_dmem_sel_o,
    output        wb_dmem_we_o, 
    output        wb_dmem_cyc_o,
    output        wb_dmem_stb_o,
    output  [2:0] wb_dmem_cti_o,
    output  [1:0] wb_dmem_bte_o,
    input  [31:0] wb_dmem_dat_i,
    input         wb_dmem_ack_i,
    input         wb_dmem_err_i,
    input         wb_dmem_rty_i,
    output [31:0] wb_imem_adr_o,
    output [31:0] wb_imem_dat_o,
    output  [3:0] wb_imem_sel_o,
    output        wb_imem_we_o, 
    output        wb_imem_cyc_o,
    output        wb_imem_stb_o,
    output  [2:0] wb_imem_cti_o,
    output  [1:0] wb_imem_bte_o,
    input  [31:0] wb_imem_dat_i,
    input         wb_imem_ack_i,
    input         wb_imem_err_i,
    input         wb_imem_rty_i,
    output [31:0] wb_uart_adr_o,
    output [31:0] wb_uart_dat_o,
    output  [3:0] wb_uart_sel_o,
    output        wb_uart_we_o,
    output        wb_uart_cyc_o,
    output        wb_uart_stb_o,
    output  [2:0] wb_uart_cti_o,
    output  [1:0] wb_uart_bte_o,
    input  [31:0] wb_uart_dat_i,
    input         wb_uart_ack_i,
    input         wb_uart_err_i,
    input         wb_uart_rty_i,
    output [31:0] wb_gpio_adr_o,
    output [31:0] wb_gpio_dat_o,
    output  [3:0] wb_gpio_sel_o,
    output        wb_gpio_we_o,
    output        wb_gpio_cyc_o,
    output        wb_gpio_stb_o,
    output  [2:0] wb_gpio_cti_o,
    output  [1:0] wb_gpio_bte_o,
    input  [31:0] wb_gpio_dat_i,
    input         wb_gpio_ack_i,
    input         wb_gpio_err_i,
    input         wb_gpio_rty_i
);
wb_mux
  #(.num_slaves (5),
    .MATCH_ADDR ({32'h20000200, 32'h00000000, 32'h10000000, 32'h20000100, 32'h20000000}),
    .MATCH_MASK ({32'hffffff00, 32'hf0000000, 32'hf0000000, 32'hffffff00, 32'hffffff00}))
 wb_mux_io
   (.wb_clk_i  (wb_clk_i),
    .wb_rst_i  (wb_rst_i),
    .wbm_adr_i (wb_io_adr_i),
    .wbm_dat_i (wb_io_dat_i),
    .wbm_sel_i (wb_io_sel_i),
    .wbm_we_i  (wb_io_we_i),
    .wbm_cyc_i (wb_io_cyc_i),
    .wbm_stb_i (wb_io_stb_i),
    .wbm_cti_i (wb_io_cti_i),
    .wbm_bte_i (wb_io_bte_i),
    .wbm_dat_o (wb_io_dat_o),
    .wbm_ack_o (wb_io_ack_o),
    .wbm_err_o (wb_io_err_o),
    .wbm_rty_o (wb_io_rty_o),
    .wbs_adr_o ({wb_spi_flash_adr_o, wb_dmem_adr_o, wb_imem_adr_o, wb_gpio_adr_o,  wb_uart_adr_o}),
    .wbs_dat_o ({wb_spi_flash_dat_o, wb_dmem_dat_o, wb_imem_dat_o, wb_gpio_dat_o,  wb_uart_dat_o}),
    .wbs_sel_o ({wb_spi_flash_sel_o, wb_dmem_sel_o, wb_imem_sel_o, wb_gpio_sel_o,  wb_uart_sel_o}),
    .wbs_we_o  ({wb_spi_flash_we_o,  wb_dmem_we_o,  wb_imem_we_o,  wb_gpio_we_o,   wb_uart_we_o}),
    .wbs_cyc_o ({wb_spi_flash_cyc_o, wb_dmem_cyc_o, wb_imem_cyc_o, wb_gpio_cyc_o,  wb_uart_cyc_o}),
    .wbs_stb_o ({wb_spi_flash_stb_o, wb_dmem_stb_o, wb_imem_stb_o, wb_gpio_stb_o,  wb_uart_stb_o}),
    .wbs_cti_o ({wb_spi_flash_cti_o, wb_dmem_cti_o, wb_imem_cti_o, wb_gpio_cti_o,  wb_uart_cti_o}),
    .wbs_bte_o ({wb_spi_flash_bte_o, wb_dmem_bte_o, wb_imem_bte_o, wb_gpio_bte_o,  wb_uart_bte_o}),
    .wbs_dat_i ({wb_spi_flash_dat_i, wb_dmem_dat_i, wb_imem_dat_i, wb_gpio_dat_i,  wb_uart_dat_i}),
    .wbs_ack_i ({wb_spi_flash_ack_i, wb_dmem_ack_i, wb_imem_ack_i, wb_gpio_ack_i,  wb_uart_ack_i}),
    .wbs_err_i ({wb_spi_flash_err_i, wb_dmem_err_i, wb_imem_err_i, wb_gpio_err_i,  wb_uart_err_i}),
    .wbs_rty_i ({wb_spi_flash_rty_i, wb_dmem_rty_i, wb_imem_rty_i, wb_gpio_rty_i,  wb_uart_rty_i}));
endmodule
`default_nettype wire
module wb_mux
  #(parameter dw = 32,         
    parameter aw = 32,         
    parameter num_slaves = 2,  
    parameter [num_slaves*aw-1:0] MATCH_ADDR = 0,
    parameter [num_slaves*aw-1:0] MATCH_MASK = 0)
   (input                      wb_clk_i,
    input 		       wb_rst_i,
    input [aw-1:0] 	       wbm_adr_i,
    input [dw-1:0] 	       wbm_dat_i,
    input [3:0] 	       wbm_sel_i,
    input 		       wbm_we_i,
    input 		       wbm_cyc_i,
    input 		       wbm_stb_i,
    input [2:0] 	       wbm_cti_i,
    input [1:0] 	       wbm_bte_i,
    output [dw-1:0] 	       wbm_dat_o,
    output 		       wbm_ack_o,
    output 		       wbm_err_o,
    output 		       wbm_rty_o,
    output [num_slaves*aw-1:0] wbs_adr_o,
    output [num_slaves*dw-1:0] wbs_dat_o,
    output [num_slaves*4-1:0]  wbs_sel_o,
    output [num_slaves-1:0]    wbs_we_o,
    output [num_slaves-1:0]    wbs_cyc_o,
    output [num_slaves-1:0]    wbs_stb_o,
    output [num_slaves*3-1:0]  wbs_cti_o,
    output [num_slaves*2-1:0]  wbs_bte_o,
    input [num_slaves*dw-1:0]  wbs_dat_i,
    input [num_slaves-1:0]     wbs_ack_i,
    input [num_slaves-1:0]     wbs_err_i,
    input [num_slaves-1:0]     wbs_rty_i);
   localparam slave_sel_bits = num_slaves > 1 ? $clog2(num_slaves) : 1;
   reg  			 wbm_err;
   wire [slave_sel_bits-1:0] 	 slave_sel;
   reg  [slave_sel_bits-1:0] 	 slave_sel_ff;
   wire [num_slaves-1:0] 	 match;
   genvar 			 idx;
   generate
      for(idx=0; idx<num_slaves ; idx=idx+1) begin : addr_match
	 assign match[idx] = (wbm_adr_i & MATCH_MASK[idx*aw+:aw]) == MATCH_ADDR[idx*aw+:aw];
      end
   endgenerate
   function [slave_sel_bits-1:0] ff1;
      input [num_slaves-1:0] in;
      integer 		     i;
      begin
	 ff1 = 0;
	 for (i = num_slaves-1; i >= 0; i=i-1) begin
	    if (in[i])
	      ff1 = i;
	 end
      end
   endfunction
   assign slave_sel = ff1(match);
   always @(posedge wb_clk_i)
     wbm_err <= wbm_cyc_i & !(|match);
   assign wbs_adr_o = {num_slaves{wbm_adr_i}};
   assign wbs_dat_o = {num_slaves{wbm_dat_i}};
   assign wbs_sel_o = {num_slaves{wbm_sel_i}};
   assign wbs_we_o  = {num_slaves{wbm_we_i}};
   assign wbs_cyc_o = match & (wbm_cyc_i << slave_sel);
   assign wbs_stb_o = {num_slaves{wbm_stb_i}};
   assign wbs_cti_o = {num_slaves{wbm_cti_i}};
   assign wbs_bte_o = {num_slaves{wbm_bte_i}};
   always @(posedge wb_clk_i) slave_sel_ff <= slave_sel;
   assign wbm_dat_o = wbs_dat_i[slave_sel_ff*dw+:dw];
   assign wbm_ack_o = wbs_ack_i[slave_sel_ff];
   assign wbm_err_o = wbs_err_i[slave_sel_ff] | wbm_err;
   assign wbm_rty_o = wbs_rty_i[slave_sel_ff];
endmodule
==> flow/run.sh <==
#!/bin/bash
# OpenROAD 26Q1-2900-gdf79404cd8, Yosys 0.63+post, stock flow scripts
make -C /OpenROAD-flow-scripts/flow DESIGN_CONFIG=/design/flow/config.mk WORK_HOME=/design/flow/orfs finish
==> flow/config.mk <==
export PLATFORM = sky130hd
export DESIGN_NAME = wb_intercon
export DESIGN_NICKNAME = wb_intercon
export VERILOG_FILES = /design/flow/design.v
export SDC_FILE = /design/flow/constraint.sdc
export NUM_CORES = 4
export LEC_CHECK = 1
export CORE_AREA = 10 10 261 261
export DIE_AREA = 0 0 271 271
==> flow/constraint.sdc <==
current_design wb_intercon

set clk_period 5.0
set clk_io_pct 0.2

create_clock -name clk0 -period $clk_period [get_ports {wb_clk_i}]

set non_clock_inputs [all_inputs -no_clocks]
set_input_delay [expr $clk_period * $clk_io_pct] -clock clk0 $non_clock_inputs
set_output_delay [expr $clk_period * $clk_io_pct] -clock clk0 [all_outputs]
==> impl_report.txt <==
=== SYNTHESIS / PLACE & ROUTE SUMMARY ===
----------------------------------------------------
[Run status]
  Outcome ........................ complete, no violations

[Worst setup path]
  Arrival time at the worst endpoint ........................ 3120 ps
  CP Capture Type ........................ output pin
  Crit-path slowest cell ........................ sky130_fd_sc_hd__clkdlybuf4s50_1
  Element type at the critical path start ........................ input port
  Data required time at the worst endpoint ........................ 4000 ps
  Crit-path cells ........................ clkdlybuf4s50_1, nor4_1, buf_4, nand2_1, nor4_1, clkdlybuf4s50_1
  Slowest cell delay on critical path ........................ 540 ps
  Maximum fanout along the worst path ........................ 6
  Largest delay share family, worst path ........................ buffers and inverters
  Total buffers and inverters traversed by the critical path ........................ 3
  Setup Crit Path Kind ........................ input port to output pin

[Route]
  Via-to-Cell Ratio ........................ 2.55
  Final routed DRC violation total ........................ 0
  Number of search-and-repair iterations in the first detailed-routing pass ........................ 4
  Number of DRC violations after detailed-routing iteration 0 ........................ 73
  Post-DRT Antenna Nets ........................ 0
  WL/cell ........................ 15.8 um
  Vias after detailed routing ........................ 3522
  Total Wirelength ........................ 21.9 mm
  Diodes inserted ........................ 0

[STA]
  Number of failing hold endpoints at the final stage ........................ 0
  Part of the cycle the worst path needs ........................ 82.3%
  Final-report max-slew violation count ........................ 0
  Setup violators final ........................ 0
  Pin slew with the least headroom to its limit ........................ 746 ps
  Slack of the critical path ........................ 884 ps
  Final period demand of the worst path ........................ 4120 ps
  Unrepaired setup endpoints after global routing ........................ no
  Remaining max-slew budget at the tightest pin ........................ 50.3%
  Setup Total Neg Slack ........................ 0 ps
  Max frequency ........................ 243 MHz

[Die]
  Core area ........................ 62100 um^2
  Horizontal extent of the die ........................ 271 um
  Vert. Die Dim ........................ 271 um
  I/O pins ........................ 668
  Starting Density ........................ 7.31%
  Area of the chip ........................ 73400 um^2
  Site Rows ........................ 91

[Clock tree]
  Clock Tree Buf Depth ........................ 2
  Clock tree root driver cell ........................ sky130_fd_sc_hd__clkbuf_16
  Post-CTS setup buffer count ........................ 0
  CTS tree ........................ built
  Total of cells resized after clock tree synthesis ........................ 0
  Clock buffers created by TritonCTS ........................ 3
  Number of H-tree levels ........................ 1
  Number of hold buffers added after cts ........................ 0
  TritonCTS Sinks ........................ 4
  Clock transition at the register clock pins on the worst setup and hold paths after CTS ........................ 30 ps

[Logic synthesis]
  Post-synth area from yosys stat ........................ 4540 um^2
  Top cell type's share of synthesized area ........................ 62.9%
  Post-synthesis instance area ........................ 4540 um^2
  Proportion of synthesized chip area in sequential cells ........................ 1.77%
  Mean cell area of the mapped netlist ........................ 7.95 um^2
  Warnings from Yosys ........................ 1
  Most area-consuming cells after synthesis ........................ sky130_fd_sc_hd__buf_4 63%, sky130_fd_sc_hd__mux2i_1 15%, sky130_fd_sc_hd__a2bb2oi_1 6.4%
  Most frequently used flop master after synthesis ........................ sky130_fd_sc_hd__dfxtp_1
  Synthesized instance count ........................ 571
  Cell taking the most area after synthesis ........................ sky130_fd_sc_hd__buf_4
  Flip-flops with a built-in enable ........................ 0
  Number of cells in the yosys synthesis report ........................ 571
  Flops after synth ........................ 4
  Top-count cell post-synth ........................ sky130_fd_sc_hd__buf_4
  Number of distinct library cell variants in the gate-level netlist after synthesis ........................ 30
  Most frequent cells after synthesis ........................ 380 x sky130_fd_sc_hd__buf_4, 66 x sky130_fd_sc_hd__mux2i_1, 33 x sky130_fd_sc_hd__a2bb2oi_1, 33 x sky130_fd_sc_hd__o22ai_1, 7 x sky130_fd_sc_hd__clkbuf_1
  Post-synth ARST share ........................ 0%

[Pwr]
  Total power consumption of the routed design ........................ 574 uW
  Highest ir drop seen on vdd ........................ 0.0000809 V
  Leakage ........................ 1.93 nW
  Pwr dens ........................ 89.9 nW/um^2

[Finish]
  Post-layout utilization of the core ........................ 10.3%
  Ratio of cells with drive above 1 in the final layout ........................ 4.76%
  Synth-to-Final Area Change ........................ 40.7%

[Placement]
  Worst slack at placement ........................ 765 ps
  Detailed Place HPWL ........................ 18.9 mm
  GP Congestion ........................ 0.910
  Buffers on Ports ........................ 360

[Hold path]
  End point of the worst hold path ........................ wb_mux_io.slave_sel_ff[2]
  Count of cells along the worst hold path ........................ 3
  Hold Path Class ........................ input port to register
  Startpoint of the worst hold path ........................ wb_io_adr_i[8]

[GRT]
  Vias in the first global route ........................ 3966
  Maximum number of pins on one net before global-route repair ........................ 38
  Global-route wire length before repair ........................ 29.8 mm
  Antenna violations before repair ........................ 2
  Overflow after GRT ........................ 0
  Combined global-route utilization of all metal layers ........................ 5.48%

[Flow run]
  Total of max-cap violations ........................ 0
  Stage-log warning count ........................ 26

----------------------------------------------------
==> power breakdown <==
part	switching, mW	total (mW)	internal, mW
Combinational	0.110	0.409	0.298
Sequential	0.00407	0.0370	0.0329
Clock	0.0231	0.128	0.105
Total	0.138	0.574	0.436
==> cell type report <==
class | count | area (um^2)
fill | 7071 | 55700
timing repair buffer | 370 | 3680
multi-input combinational | 164 | 1480
tap | 837 | 1050
sequential | 4 | 86.3
clock buffer | 4 | 78.8
inverter | 4 | 15.0
==> routing by layer <==
layer / vias to the layer above / wire (um) / global-route usage, %
li1: 1510 / - / -
met1: 1509 / 8310 / 6.14
met2: 437 / 9290 / 8.38
met5: - / 0 / 0
met3: 66 / 3470 / 3.31
met4: 0 / 849 / 2.03
==> worst max-delay path by stage <==
stage	from	end	cells past startpoint
CTS	wb_io_adr_i[10]	wb_uart_cyc_o	6
finish	wb_io_adr_i[10]	wb_uart_cyc_o	6
global route	wb_io_adr_i[10]	wb_uart_cyc_o	6
==> placed cells by master (no fill, tap or decap), types with 3 or more instances in the layout <==
master / Yosys / final
sky130_fd_sc_hd__a2bb2oi_1: 33 / 33
sky130_fd_sc_hd__buf_4: 380 / 10
sky130_fd_sc_hd__clkbuf_16: 0 / 3
sky130_fd_sc_hd__clkdlybuf4s50_1: 0 / 360
sky130_fd_sc_hd__inv_1: 4 / 4
sky130_fd_sc_hd__mux2i_1: 66 / 66
sky130_fd_sc_hd__nor4_1: 4 / 4
sky130_fd_sc_hd__nor4_4: 3 / 3
sky130_fd_sc_hd__o22ai_1: 33 / 33
==> state kept, by name, indices dropped and copies added (netlist names) <==
signal	count
wb_mux_io.wbm_err	1
wb_mux_io.slave_sel_ff	3
==> stage by stage <==
stage,hold slack (ps),instance area [um^2],std cells
5_1_grt,1630,6380,1383
3_3_place_gp,1840,6300,1379
4_1_cts,1610,6380,1383
3_5_place_dp,1830,6300,1379
2_1_floorplan,1070,4540,571
6_report,1570,6380,1383
==> logic make-up after synthesis <==
family / synth area share [%]
AND-OR/OR-AND: 11.8
buffers and inverters: 65.7
AND/OR/NAND/NOR: 5.13
flip-flops: 1.77
multiplexers: 15.6
Power and IR drop assume default switching activity.
